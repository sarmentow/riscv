===== ./config.mk =====
export PLATFORM = sky130hd
export DESIGN_NAME = datamemSizeSel
export DESIGN_NICKNAME = datamemSizeSel
export VERILOG_FILES = /design/flow/design.v
export SDC_FILE = /design/flow/constraint.sdc
export NUM_CORES = 4
export LEC_CHECK = 1
export CORE_AREA = 10 10 70 70
export DIE_AREA = 0 0 80 80

===== ./constraint.sdc =====
current_design datamemSizeSel

set clk_period 1.0
set clk_io_pct 0.2

create_clock -name clk0 -period $clk_period

set non_clock_inputs [all_inputs -no_clocks]
set_input_delay [expr $clk_period * $clk_io_pct] -clock clk0 $non_clock_inputs
set_output_delay [expr $clk_period * $clk_io_pct] -clock clk0 [all_outputs]

===== ./design.v =====
module datamem(clk, addr, data, write_sel, write, out);
	input [31:0] addr;
	input [31:0] data;
	output reg [31:0] out;
	input [2:0] write_sel;
	input clk, write;
	reg [7:0] memory [16383:0];
	integer i;
	initial begin
		$dumpfile("core.vcd");
		for (i = 0; i < 200; i = i + 1) begin
			memory[i] <= 0;
			$dumpvars(0, memory[i]);
		end
	end
	always @ (posedge clk) begin
		if (write) begin
			if (write_sel == 3'b000 && addr <= 16383) begin
				memory[addr] <= data[7:0];	
			end else if (write_sel == 3'b001 && addr < 16383) begin
				memory[addr] <= data[7:0];
				memory[addr + 1] <= data[15:8];
			end else if (write_sel == 3'b010 && addr < 16383 - 2) begin
				memory[addr] <= data[7:0];
				memory[addr + 1] <= data[15:8];
				memory[addr + 2] <= data[23:16];
				memory[addr + 3] <= data[31:24];
			end
			out <= {memory[addr + 3], memory[addr + 2], memory[addr + 1], memory[addr]};
		end else begin
			out <= {memory[addr + 3], memory[addr + 2], memory[addr + 1], memory[addr]};
		end
	end
endmodule
module datamemSizeSel (dmem_out, sel, out);
	input [31:0] dmem_out;	
	input [2:0] sel; 
	output [31:0] out;
	wire [7:0] lb, lbu;
	wire [15:0] lh, lhu; 
	assign lb = {dmem_out[7:0], 24'b0} >>> 24; 
	assign lh = {dmem_out[15:0], 16'b0} >>> 16;
	assign lbu = dmem_out[7:0];
	assign lhu = dmem_out[15:0]; 
	assign out = sel == 3'b000 ? lb :
		     sel == 3'b001 ? lh :
		     sel == 3'b010 ? dmem_out :
		     sel == 3'b100 ? lbu :
		     sel == 3'b101 ? lhu : dmem_out; 
endmodule

===== ./run.sh =====
#!/bin/bash
# OpenROAD 26Q1-2900-gdf79404cd8, Yosys 0.63+post, stock flow scripts
make -C /OpenROAD-flow-scripts/flow DESIGN_CONFIG=/design/flow/config.mk WORK_HOME=/design/flow/orfs finish

==> flow_summary.yaml <==
# yosys + openroad results
outcome:
  run_status: "finished, violations left"
  failed_checks: "negative setup slack"
logic_synthesis:
  post_synth_top_area_cell: "sky130_fd_sc_hd__and2_1"
  post_synth_inst_count: 35
  portion_of_netlist_area_occupied_by_mux_cells_pct: 0
  synth_chip_area_um2: 251.5
  commonest_cells_in_the_synthesized_netlist: "sky130_fd_sc_hd__and2_1 (13), sky130_fd_sc_hd__buf_4 (8), sky130_fd_sc_hd__o21a_1 (8)"
  yosys.cell_types.count: 6
  synth_area_in_xor_xnor_pct: 0
  synth_stat.cells: 35
  yosys.cell_count.top_type: "sky130_fd_sc_hd__and2_1"
  synth_top_area_share_pct: 32.34
  yosys.area_share.simple_pct: 41.29
  synth.top_cells.by_area: "sky130_fd_sc_hd__and2_1 (32%), sky130_fd_sc_hd__buf_4 (24%), sky130_fd_sc_hd__o21a_1 (24%)"
  mappedNetlistArea_um2: 251.5
  synth-adder-area-share_pct: 0
  postSynthSeqShare_pct: 0
  logic_family: "simple AND/OR/NAND/NOR gates"
  post_synthesis_area_per_instance_um2: 7.185
  synthAoiAreaFrac_pct: 23.88
  yosys_warnings: 0
finish:
  clock_buffers: 0
  area_growth_pct: 209.0
  layout-drive-gt1-share_pct: 50.00
  layout.filler_cells: 377
  layout.area.seq_um2: 0
  sequential_cell_total: 0
pwr:
  p_total_mw: 0.2707
  pwr-share-comb_pct: 100.0
  power_frac_clock_pct: 0
  seq_power_share_pct: 0
  p_per_area_mw_per_mm2: 348.4
  p_sw_share_pct: 26.89
  pint_mw: 0.1979
  switching_power_mw: 0.07278
  ir_drop_uv: 76.78
  p_leak_nw: 0.3923
detailed_routing:
  route.met3.wl_um: 357
  drt-total-wl_um: 1902
  routedWlPerCell_um: 15.10
  detail_route.first_pass.iterations: 2
  postRouteAntennaNets: 0
  met2RoutedLength_um: 686
  detail_route.vias_per_cell: 3.397
  num_antenna_cells: 0
  dr.first_iter.drc_count: 1
  detail_route.wirelength.met1_um: 858
  detailroute.via_count: 428
  drcViolationCount: 0
  maxUsedRoutingLayer: "met3"
hold_path:
  worst_hold_path_type: "primary input to primary output"
floorplan:
  rows: 21
  vertical_die_dimension_um: 80
  floorplan.io_pins: 67
  fp.dieArea_mm2: 0.006400
  floorplan.core_area_mm2: 0.003416
  die_x_um: 80
  floorplan.initialDensity_pct: 7.363
run:
  cap_viol_max_count: 0
  openroad_warnings: 35
global_routing:
  pin_count_of_the_biggest_net_entering_global_routing: 9
  grt_first_pass_wirelength_um: 2594
  global_route.overflow_total: 0
  vias_in_the_first_global_route: 436
  antenna_violations_before_repair: 0
  grt_util_overall_pct: 5.126
critical_path:
  setup.worst_path.end_class: "primary output"
  critPathKind: "primary input to primary output"
  worst-path-max-fanout: 7
  timing.critical_path.arrival_ps: 830
  setup.worst_path.start_class: "primary input"
  timing.critical_path.required_ps: 800
  critical_path.endpoint: "out[11]"
  startpoint: "sel[1]"
final_timing:
  maxSlewViolCount: 0
  rsz0062_at_grt: "true"
  worst-slew-pin-transition_ps: 143.6
  fin_crit_ps: 1029
  slew_headroom_pct: 90.43
  setup_violations: 8
  hold_ws_ps: 400.0
  fmax_mhz: 972.3
  period_used_pct: 102.9
  number_of_hold_violations_in_the_final_report: 0
  layout_setup_ws_ps: -28.53
placed_design:
  dp_hpwl_um: 1497
  port_buffers: 50
  gpl.final_weighted_congestion: 0.7903
clock_tree:
  cts-hold-fix-buffers: 0
==> power by group through the flow <==
stage,Sequential (mW),Combinational (mW),Clock (mW)
4_1_cts,0,0.255,0
5_1_grt,0,0.293,0
6_report,0,0.271,0
==> layout by cell type (no fill, tap or decap) <==
cell type                          n
sky130_fd_sc_hd__o21a_1            8
sky130_fd_sc_hd__clkdlybuf4s15_1   6
sky130_fd_sc_hd__buf_8             1
sky130_fd_sc_hd__and2_1            3
sky130_fd_sc_hd__clkdlybuf4s15_2   1
sky130_fd_sc_hd__buf_12            3
sky130_fd_sc_hd__buf_2            13
sky130_fd_sc_hd__and2_4           13
sky130_fd_sc_hd__buf_16            1
sky130_fd_sc_hd__dlygate4sd2_1    23
sky130_fd_sc_hd__buf_4             1
sky130_fd_sc_hd__buf_6             7
==> area by class of cell <==
class	count	area (um2)	area share (%)
tap	46	57.56	7.407
multi-input combinational	24	192.7	24.80
timing repair buffer	56	526.8	67.79
==> metrics by stage <==
stage                     setup TNS (ps)  setup WS (ps)  instances  util [%]  area (um2)
after floorplan                        0          322.5         35         -       251.5
after global placement            -15860         -684.2        121     21.72       742.0
after detailed placement          -15950         -685.5        121     21.72       742.0
after CTS                         -250.6         -35.99        126     21.61       738.2
after global routing              -413.9         -59.86        126     22.75       777.0
final                             -192.5         -28.53        126     22.75       777.0
==> per-layer routing <==
layer	vias to the layer above	global-route usage (%)
met5	-	0
met1	192	6.394
met2	43	7.223
met3	0	3.864
met4	0	0.1761
li1	193	-
==> worst min-delay path by stage <==
stage | start | endpoint | slack, ps | depth (start not counted)
4_1_cts | dmem_out[0] | out[0] | 400 | 0
5_1_grt | dmem_out[6] | out[6] | 400 | 0
6_report | dmem_out[0] | out[0] | 400 | 0
==> timing repair <==
| action | CTS | global route |
|---|---|---|
| pin swaps | 21 | 6 |
| cloned | 1 | 0 |
| endpoints found under the setup margin | 24 | 14 |
| resized | 115 | 8 |
| buffers inserted | 4 | 0 |
==> cells by family (layout without fill, tap and decap cells) <==
family	Yosys count	count (layout)
and+or+nand+nor	16	16
buffers and inverters	11	56
AOI/OAI and AO/OA	8	8
==> critical path: stages <==
cell	delay, ps
sky130_fd_sc_hd__buf_8	110
sky130_fd_sc_hd__buf_12	120
sky130_fd_sc_hd__buf_12	120
sky130_fd_sc_hd__o21a_1	160
sky130_fd_sc_hd__buf_2	110
No activity file was given, so power comes from the tool's default toggle rates.
